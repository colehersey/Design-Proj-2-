==> config.mk <==
export PLATFORM = sky130hd
export DESIGN_NAME = FinalVendingMachine
export DESIGN_NICKNAME = FinalVendingMachine
export VERILOG_FILES = /design/flow/design.v
export SDC_FILE = /design/flow/constraint.sdc
export NUM_CORES = 4
export LEC_CHECK = 1
export CORE_UTILIZATION = 30
==> constraint.sdc <==
current_design FinalVendingMachine

set clk_period 6.5
set clk_io_pct 0.2

create_clock -name clk0 -period $clk_period [get_ports {CLOCK_50}]

set non_clock_inputs [all_inputs -no_clocks]
set_input_delay [expr $clk_period * $clk_io_pct] -clock clk0 $non_clock_inputs
set_output_delay [expr $clk_period * $clk_io_pct] -clock clk0 [all_outputs]
==> design.v <==
module VendingMachineTop(
    input logic clk,                                      
    input logic reset,                                    
    input logic nickel,                                  
    input logic dime,                                    
    input logic quarter,                                 
    input logic refund,                                   
    output logic vend,                                    
    output logic nickel_out,                             
    output logic dime_out,                               
    output logic quarter_out,                            
    output logic [6:0] balance,                           
    output logic [6:0] refund_amount,                     
    output logic refunding                                
);
    always_ff @(posedge clk or posedge reset) begin
        if (reset) begin
            balance <= 0;
            vend <= 0;
            nickel_out <= 0;
            dime_out <= 0;
            quarter_out <= 0;
            refund_amount <= 0;
            refunding <= 0;
        end else begin
            vend <= 0;
            nickel_out <= 0;
            dime_out <= 0;
            quarter_out <= 0;
            if (refund && balance > 0 && !refunding) begin
                refunding <= 1;
                refund_amount <= balance;
                balance <= 0;
            end
            if (refunding) begin
                if (refund_amount >= 25) begin
                    quarter_out <= 1;
                    refund_amount <= refund_amount - 25;
                end else if (refund_amount >= 10) begin
                    dime_out <= 1;
                    refund_amount <= refund_amount - 10;
                end else if (refund_amount >= 5) begin
                    nickel_out <= 1;
                    refund_amount <= refund_amount - 5;
                end else begin
                    refunding <= 0;
                end
            end
            if (!refunding) begin
                if (nickel) begin
                    balance <= balance + 5;
                end else if (dime) begin
                    balance <= balance + 10;
                end else if (quarter) begin
                    balance <= balance + 25;
                end
                if (balance >= 50) begin
                    vend <= 1;
                    if (balance > 50) begin
                        refunding <= 1;
                        refund_amount <= balance - 50;
                    end
                    balance <= 0;   
                end
            end
        end
    end
endmodule
module SevenSegmentDecode(
    input logic [3:0] digit,
    output logic [6:0] segments
);
    always_comb begin
        case (digit)
            4'h0: segments <= 7'b100_0000;  
            4'h1: segments <= 7'b111_1001;  
            4'h2: segments <= 7'b010_0100;  
            4'h3: segments <= 7'b011_0000;  
            4'h4: segments <= 7'b001_1001;  
            4'h5: segments <= 7'b001_0010;  
            4'h6: segments <= 7'b000_0010;  
            4'h7: segments <= 7'b111_1000;  
            4'h8: segments <= 7'b000_0000;  
            4'h9: segments <= 7'b001_1000;  
            4'hA: segments <= 7'b000_1000;  
            4'hB: segments <= 7'b000_0011;  
            4'hC: segments <= 7'b100_0110;  
            4'hD: segments <= 7'b010_0001;  
            4'hE: segments <= 7'b000_0110;  
            4'hF: segments <= 7'b000_1110;  
        endcase
    end
endmodule
module Parser #(
    parameter N = 8   
) (
    input  logic [N-1:0] value,
    output logic [3:0] tens,
    output logic [3:0] ones
);
    always_comb begin
        tens = value / 10;
        ones = value % 10;
    end
endmodule
module ClockDivider(
    input logic clk_in,        
    input logic reset,         
    output logic clk_out       
);
    logic [26:0] counter;  
    always_ff @(posedge clk_in or posedge reset) begin
        if (reset) begin
            counter <= 0;
            clk_out <= 0;
        end else if (counter == 24_999_999) begin
            counter <= 0;
            clk_out <= ~clk_out;
        end else begin
            counter <= counter + 1;
        end
    end
endmodule
module FinalVendingMachine(
    input  logic CLOCK_50,              
    input  logic reset,                 
    input  logic refund_button,         
    input  logic nickel_switch,         
    input  logic dime_switch,           
    input  logic quarter_switch,        
    output logic [6:0] balance_ones_display,       
    output logic [6:0] balance_tens_display,       
    output logic [6:0] refund_ones_display,        
    output logic [6:0] refund_tens_display,        
    output logic vend_led,               
    output logic refunding_led           
);
    logic clk_slow;
    logic [6:0] balance, refund_amount;
    logic vend, nickel_out, dime_out, quarter_out;
    logic refunding;
    ClockDivider clkdiv (
        .clk_in(CLOCK_50),
        .reset(~reset),
        .clk_out(clk_slow)
    );
    VendingMachineTop vending_logic (
        .clk(clk_slow),
        .reset(~reset),
        .nickel(nickel_switch),
        .dime(dime_switch),
        .quarter(quarter_switch),
        .refund(~refund_button),
        .vend(vend),
        .nickel_out(nickel_out),
        .dime_out(dime_out),
        .quarter_out(quarter_out),
        .balance(balance),
        .refund_amount(refund_amount),
        .refunding(refunding)
    );
    logic [3:0] balance_tens, balance_ones;
    Parser #(7) parse_balance (
        .value(balance),
        .tens(balance_tens),
        .ones(balance_ones)
    );
    logic [3:0] refund_tens, refund_ones;
    Parser #(7) parse_refund (
        .value(refund_amount),
        .tens(refund_tens),
        .ones(refund_ones)
    );
    SevenSegmentDecode seg0 (.digit(balance_ones), .segments(balance_ones_display));
    SevenSegmentDecode seg1 (.digit(balance_tens), .segments(balance_tens_display));
    SevenSegmentDecode seg2 (.digit(refund_ones),  .segments(refund_ones_display));
    SevenSegmentDecode seg3 (.digit(refund_tens),  .segments(refund_tens_display));
    assign vend_led = vend;
    assign refunding_led = refunding;
endmodule
==> run.sh <==
#!/bin/bash
# OpenROAD 26Q1-2900-gdf79404cd8, Yosys 0.63+post, stock flow scripts
make -C /OpenROAD-flow-scripts/flow DESIGN_CONFIG=/design/flow/config.mk WORK_HOME=/design/flow/orfs finish
==> reports/metrics.cfg <==
[outcome]
status=complete, no violations

[critical_path]
critical_path_class=reg2reg
cp_num_buf_inv=0
cp-start-kind=register
required_ps=6650
critical_path.slowest_cell=dfrtp_1
end_kind=register
reg2reg_depth=9
rrSetupSlack_ps=4350
cp.arrival_ps=2300
critPathMaxFanout=5
path_delay_family=simple AND/OR/NAND/NOR gates
max_stage_delay_ps=380
rr_startpoint=clkdiv.counter[0]
regToRegEndpoint=clkdiv.counter[24]
crit_path_cell_trace=ha_1, and3_1, nand3_1, nor2_1, nand2_1, nor3_1, nand3_1, xor2_1, nor2_1

[synth]
yosysSeqAreaShare_pct=20.7
syn-cell-area_mm2=0.00533
synth_flops=44
synth_stat.cells=712
yosys_most_used_dff=dfrtp_1
yosysUniqueCellTypes=88
syn_avg_cell_area_um2=7.48
yosysTopAreaCell=dfrtp_1
syn_inst=712
synthArstFlopShare_pct=100
edf_count=0
area_leaders=dfrtp_1, ha_1, nor2_1, nand2_1, a21oi_1
ys_warn_count=4
yosysChipArea_mm2=0.00533
yosys.area.top_type_share_pct=20.7

[routing]
wl_mm=12.8
top_layer=met4
antennaDiodeCount=0
detailedRoute.firstIterationViolations=499
wl_met3_um=432
m1WireLength_mm=6.77
drt_drc_violations_left=0
vias=5065
wl_per_cell_um=13.6
via_per_inst=5.39
ant_nets=0
first_pass_iters=5
route.met2.wl_mm=5.50

[sta]
fin_crit_sh_pct=33.1
final_max_slew_viol_count=0
finClkSkew_ps=4.48
fin_ws_ps=4350
fmax_ghz=0.464
hold_violations=0
setup-tns-final_ps=0
untimed_endpoints=46
slew-limit-headroom_pct=39.4
tightest_slew_ps=906
hold_ws_ps=479
unclocked_regs=16
setup_viol=0
rsz0062_at_grt=false
timing.final.crit_period_ps=2150

[clock_network]
cts_root_buf=clkbuf_16
htree_levels=1
cts-buffers-inserted=3
post_cts_resized=0
cts_tree=yes
postCtsHoldBufs=0
clk_pin_slew_ps=70
clock_latency_ps=260
max-clock-path-buffers=2
cts_setup_buffers=0

[floorplan]
io_pins=36
fp_util_pct=30.8
die_h_um=135
placementRows=48
chipArea_mm2=0.0183
core-area_mm2=0.0173
die_x_um=135

[final_layout]
lay_top_cells=nor2_1, nand2_1, a21oi_1
final_cells=939
layout-drive-gt1-share_pct=6.30
layout_top_cell=nor2_1
area_growth_pct=10.9

[flow_run]
warnings=54
drv_cap=0

[pwr]
p_leak_nw=2.42
powerDensity_mw_per_mm2=63.2
ir_worst_vdd_v=0.000140

[placed_design]
hpwl_mm=9.21
placed_cells=935
io_buffers=35
gp_congestion=0.869
place_ws_ps=4360

[global_routing]
grt_pass1_wl_mm=22.0
grtUsageTotal_pct=14.5
grt_overflow=0
antenna_found_initial=0
grt_pass1_vias=4349
grt_max_degree=45

[min_path]
hold_depth=1
hold_path.class=reg2reg
hp-start=clkdiv.counter[0]
min_to=clkdiv.counter[0]

worst max path at each step:
stage                startpoint            endpoint  slack, ps  depth (start not counted)
CTS           clkdiv.counter[0]  clkdiv.counter[24]       4310                          9
global route  clkdiv.counter[0]  clkdiv.counter[24]       4010                          9
finish        clkdiv.counter[0]  clkdiv.counter[24]       4350                          9
worst register-to-register path: stages, from the launching register on:
cell,delay (ps)
dfrtp_1,380
ha_1,190
and3_1,190
nand3_1,200
nor2_1,270
nand2_1,100
nor3_1,330
nand3_1,150
xor2_1,160
nor2_1,60
routing by layer:
layer | vias to the layer above | track usage, %
met5 | - | 0
met4 | 0 | 0.811
met3 | 11 | 0.764
met2 | 120 | 21.0
met1 | 2336 | 24.7
li1 | 2598 | -
cells by family after synthesis:
group	Yosys count	synth area share, %
XOR/XNOR	36	6.06
adder cells (fa/ha/maj)	41	9.58
flip-flops	44	20.7
AND-OR/OR-AND	220	28.8
buffers and inverters	71	5.82
AND/OR/NAND/NOR	290	27.1
multiplexers	10	1.93
synth_stat cells (all sizes together) (17+ instances only):
library cell,n
nor2,80
nand2,75
o21ai,50
a21oi,48
dfrtp,44
ha,40
nand3,32
inv,27
xor2,23
buf,22
clkbuf,21
nor3,20
nor2b,17
where the power goes:
part | total [mW] | internal (mW) | leakage [nW] | switching (mW)
combinational | 0.0194 | 0.00666 | 1.79 | 0.0128
clock | 0.180 | 0.123 | 0.0511 | 0.0574
sequential | 0.174 | 0.174 | 0.575 | 0
stage by stage:
step / utilization, % / instance area [um^2] / power (mW)
finish: 34.2 / 5910 / 0.373
floorplan: - / 5330 / 0.187
global route: 34.2 / 5910 / 0.385
detailed placement: 33.6 / 5800 / 0.197
global placement: 33.6 / 5800 / 0.197
CTS: 34.2 / 5910 / 0.377
cell type report:
type	instances	area, um^2
fillers	1766	11400
multi-input cells	597	3920
flip-flops and latches	44	1100
repair buffers	41	390
well taps	225	282
inverters	28	106
clock buffers	3	75.1
clock inverters	1	30.0
state kept, by name, summed over array words and instances (netlist names):
register,cells
clkdiv.clk_out,1
clkdiv.counter,27
vending_logic.balance,7
vending_logic.refund_amount,7
vending_logic.refunding,1
vending_logic.vend,1
Power figures rest on the tool's default switching activity, not on a simulated workload.
